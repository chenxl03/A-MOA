File: design/flow/config.mk
export PLATFORM = sky130hd
export DESIGN_NAME = moa_8x8p1_tree
export DESIGN_NICKNAME = moa_8x8p1_tree
export VERILOG_FILES = /design/flow/design.v
export SDC_FILE = /design/flow/constraint.sdc
export NUM_CORES = 4
export LEC_CHECK = 1
export CORE_UTILIZATION = 50
File: design/flow/design.v
`timescale 1ns / 1ps
module moa_8x8p1_tree (
input clk,
input rst_n,
input [7:0] x0,
input [7:0] x1,
input [7:0] x2,
input [7:0] x3,
input [7:0] x4,
input [7:0] x5,
input [7:0] x6,
input [7:0] x7,
output reg [10:0] summ
);
wire [10:0] sum_f;
assign sum_f = x0 + x1 + x2 + x3 +
               x4 + x5 + x6 + x7 ;
always @ (posedge clk or negedge rst_n) begin
	if (rst_n == 1'b0) begin
		summ <= 11'b0;
	end else begin
		summ <= sum_f;
	end
end
endmodule
File: design/flow/constraint.sdc
current_design moa_8x8p1_tree

set clk_period 1.0
set clk_io_pct 0.2

create_clock -name clk0 -period $clk_period [get_ports {clk}]

set non_clock_inputs [all_inputs -no_clocks]
set_input_delay [expr $clk_period * $clk_io_pct] -clock clk0 $non_clock_inputs
set_output_delay [expr $clk_period * $clk_io_pct] -clock clk0 [all_outputs]
File: design/flow/run.sh
#!/bin/bash
# OpenROAD 26Q1-2900-gdf79404cd8, Yosys 0.63+post, stock flow scripts
make -C /OpenROAD-flow-scripts/flow DESIGN_CONFIG=/design/flow/config.mk WORK_HOME=/design/flow/orfs finish
==> flow_metrics.tcl <==
# place-and-route summary
set metrics [dict create \
    io_pins 77 \
    hpwl_um 2839 \
    ys_area_um2 1932 \
    largest_register_ffs 11 \
    setup.worst_path.class "input pin to flop" \
    failed_checks "setup timing" \
    grt_pass1_vias 1658 \
    num_vias 1457 \
    fp_util_pct 52.37 \
    drive_gt1_share_pct 41.86 \
    drt-initial-drc-count 9 \
    drc 0 \
    ant_nets 0 \
    relSlewSlack_pct 81.21 \
    worst_pin_slew_ns 0.2819 \
    cts_buffer_depth 2 \
    maxCapViolations 0 \
    switching_share_pct 39.64 \
    yosysTopAreaCell "fa_1" \
    p_seq_share_pct 9.4 \
    cts_tree "built" \
    fin_ws_ns -2.467 \
    root_buffer "clkbuf_8" \
    clk_pin_slew_ns 0.04 \
    grt_max_degree 12 \
    ys_seq_share_pct 14.25 \
    combPwrFrac_pct 86.0 \
    edf_count 0 \
    power.share.clock_pct 4.6 \
    status "complete, but fails checks" \
    synthCells 204 \
    final_max_slew_viol_count 0 \
    grt_pass1_wl_um 5940 \
    top_cells_by_area "fa_1 (49%), inv_1 (22%), dfrtp_1 (14%), ha_1 (7.1%), xnor2_1 (1.8%)" \
    fp.coreArea_um2 3689 \
    top_regs "summ (11)" \
    p_int_uw 5306 \
    rows 22 \
    critPathCaptureType "flop" \
    viasPerCell 4.175 \
    setup_viol 11 \
    die_w_um 64.16 \
    synth_cell_type_count 16 \
    fmax_ghz 0.2884 \
    numSynthFlops 11 \
    power_leakage_uw 0.001636 \
    startpoint_type "input pin" \
    totalWireLength_um 3038 \
    htree_num_levels 1 \
    warning_count 29 \
    crit_arrival_ns 3.57 \
    syn-cell-area_um2 1932 \
    area_growth_pct 56.87 \
    rsz0062_at_grt "true" \
    hold_viol_final 0 \
    yosys.cell_count.top_type "inv_1" \
    synthTopCellsByCount "inv_1 (111), fa_1 (47), dfrtp_1 (11), ha_1 (11)" \
    ys_warn_count 1 \
    tns_ns -21.24 \
    whs_ns 0.2884 \
    yosys_most_used_dff "dfrtp_1" \
    clkSinkCount 11 \
    antenna_found_initial 0 \
    track_usage_pct 19.17 \
    synthArstFlopShare_pct 100.0 \
    ys_cells 204 \
    overflow 0 \
    period_needed_ns 3.467 \
    crit_required_ns 1.10 \
    io_buffer_count 76 \
    cts_hold_buf 0 \
    gp_congestion 0.7851 \
    period_used_pct 346.7 \
    peakVddDrop_mv 1.597 \
    top_cell_area_share_pct 48.70 \
    p_switching_uw 3484 \
    num_antenna_cells 0 \
    avgSynthCellArea_um2 9.470 \
    first_pass_iters 2 \
    hp-class "input pin to asynchronous set/reset pin" \
    dieArea_um2 4117 \
    die_h_um 64.16 \
    fillCellCount 245 \
    numCtsBuffers 3 \
    largest-register "summ" \
    worstPathMaxFanout 2 \
    p_per_area_nw_per_um2 2901 \
    wl_per_cell_um 8.705 \
]
-- power by group through the flow --
stage	clock (µW)	sequential [µW]	combinational, µW
4_1_cts	416	830	6940
5_1_grt	451	843	8560
6_report	406	826	7560
-- metrics by stage --
stage | util (%) | cell area (µm²) | setup WS (ns) | power [µW] | instances
floorplan | - | 2039 | -2.510 | 5075 | 204
global placement | 79.78 | 2943 | -3.183 | 7296 | 339
detailed placement | 79.78 | 2943 | -3.220 | 7444 | 339
CTS | 80.12 | 2955 | -2.487 | 8185 | 346
global route | 82.16 | 3030 | -2.625 | 9855 | 349
finish | 82.16 | 3030 | -2.467 | 8790 | 349
-- final timing paths --
kind | start | to | slack [ns] | depth (start not counted)
max in group asynchronous | rst_n | summ[9]$_DFF_PN0_ | 0.57 | 2
hold / removal | rst_n | summ[2]$_DFF_PN0_ | 0.29 | 2
min in group clk0 | x2[0] | summ[0]$_DFF_PN0_ | 0.57 | 4
setup / recovery | x2[2] | summ[10]$_DFF_PN0_ | -2.47 | 15
-- area by class of cell --
| type | instances | area (µm²) | share of cell area, % |
|---|---|---|---|
| Clock buffer | 4 | 45.04 | 1.486 |
| Sequential cell | 11 | 275.3 | 9.083 |
| Timing Repair Buffer | 93 | 797.0 | 26.30 |
| Tap cell | 48 | 60.06 | 1.982 |
| Inverter | 111 | 449.2 | 14.82 |
| Multi-Input combinational cell | 82 | 1404 | 46.33 |
-- worst max-delay path: stages --
cell and delay (ns):
buf_6 0.07, inv_2 0.03, fa_1 0.54, inv_2 0.04
fa_1 0.46, fa_1 0.49, inv_1 0.05, fa_1 0.49
inv_2 0.05, ha_4 0.16, fa_2 0.39, a21oi_2 0.14
nor2b_2 0.06, a311oi_2 0.30, o21ai_1 0.11
-- kinds of logic after synthesis --
group                    share of synthesized area (%)
flip-flops                                       14.25
AND-OR/OR-AND                                    3.886
buffers and inverters                            21.57
XOR/XNOR                                         2.720
adder cells (fa/ha/maj)                          55.83
AND/OR/NAND/NOR                                  1.749
-- per-layer routing --
metal  track usage, %  part of all wire, %  vias to the layer above
met4           0.2778                    0                        0
met5                0                    0                        -
met1            26.34                   40                      685
met2            36.04                   54                       50
met3            2.536                  6.1                        0
li1                 -                    -                      722
-- what timing repair did --
item / 4_1_cts / 5_1_grt
setup endpoints to repair: 22 / 11
resized: 172 / 50
cloned: 0 / 0
setup buffers: 3 / 3
pin swaps: 61 / 47
-- placed cells by master (no fill, tap or decap), types with 3 or more instances in the layout --
cell type         n
clkbuf_8          3
a21oi_2           3
inv_2            42
buf_2            14
buf_8             3
fa_2              9
clkdlybuf4s50_1  17
clkbuf_2          8
inv_8             4
ha_1              3
fa_1             38
buf_6             9
clkdlybuf4s15_1  14
dlygate4sd2_1    12
ha_4              8
xnor2_1           4
inv_1            64
dfrtp_1          11
buf_4            15
Power figures rest on the tool's default switching activity, not on a simulated workload.
