==> ./design.v <==
`timescale 1ns/1ps
module rt8_apxoa (
input clk,
input rst_n,
input x1,
input x2,
input x3,
input x4,
input x5,
input x6,
input x7,
input x8,
input cin1,
input cin2,
output cout1,
output cout2,
output sum_r,
output carry_r,
output [2:0] U_err,
output error_r,
output error
);
wire U0_sum, U1_sum;
wire U0_err, U1_err, U2_err;
cprs_4_2_apxoa U0 (.x1(x1), .x2(x2), .x3(x3), .x4(x4), .carry(cout1), .summ(U0_sum), .err(U0_err));
cprs_4_2_apxoa U1 (.x1(x5), .x2(x6), .x3(x7), .x4(x8), .carry(cout2), .summ(U1_sum), .err(U1_err));
cprs_4_2_apxoa U2 (.x1(U0_sum), .x2(U1_sum), .x3(cin1), .x4(cin2), .carry(carry), .summ(summ), .err(U2_err));
assign error = U0_err | U1_err | U2_err;
assign U_err = {U0_err, U1_err , U2_err};
reg carry_r,sum_r,error_r;
always @ (posedge clk or negedge rst_n) begin
	if (rst_n == 1'b0) begin
		carry_r	<= 1'b0;
		sum_r	<= 1'b0;
		error_r <= 1'b0;
	end else begin
		carry_r	<= carry;
		sum_r	<= summ;
		error_r <= error;
	end
end
endmodule
module cprs_4_2_apxoa (
input x1,
input x2,
input x3,
input x4,
output carry,
output summ,
output err
);
assign xx1 = x1 | x2;
assign xx2 = x3 | x4;
assign xx3 = x1 & x2;
assign xx4 = x3 & x4;
assign x1_xor_x2 = xx1 ^ xx2;
assign x1_or_x2  = xx1 | xx2;
assign x3_or_x4  = xx3 | xx4;
assign x1_and_x2 = xx1 & xx2;
assign x3_and_x4 = xx3 & xx4;
assign summ		= x1_xor_x2 ^ x3_or_x4;
assign carry	= (x1_or_x2 & x3_or_x4) | x1_and_x2;
assign err		= x3_and_x4;
endmodule
==> ./run.sh <==
#!/bin/bash
# OpenROAD 26Q1-2900-gdf79404cd8, Yosys 0.63+post, stock flow scripts
make -C /OpenROAD-flow-scripts/flow DESIGN_CONFIG=/design/flow/config.mk WORK_HOME=/design/flow/orfs finish
==> ./config.mk <==
export PLATFORM = sky130hd
export DESIGN_NAME = rt8_apxoa
export DESIGN_NICKNAME = rt8_apxoa
export VERILOG_FILES = /design/flow/design.v
export SDC_FILE = /design/flow/constraint.sdc
export NUM_CORES = 4
export LEC_CHECK = 1
export CORE_AREA = 10 10 70 70
export DIE_AREA = 0 0 80 80
==> ./constraint.sdc <==
current_design rt8_apxoa

set clk_period 2.5
set clk_io_pct 0.2

create_clock -name clk0 -period $clk_period [get_ports {clk}]

set non_clock_inputs [all_inputs -no_clocks]
set_input_delay [expr $clk_period * $clk_io_pct] -clock clk0 $non_clock_inputs
set_output_delay [expr $clk_period * $clk_io_pct] -clock clk0 [all_outputs]
==> run summary <==
run results: top cell type by instance count after synthesis=sky130_fd_sc_hd__nand2_1, Antenna Violating Nets Remaining=0, net switching power=0.0569 mW, leading area contributor after synthesis=sky130_fd_sc_hd__dfrtp_1, hold violation total from the final report=0, Post-Synthesis Cell Area=268 um^2, wire length of the first global-routing pass=1390 um, Die Wd=80 um, Initial Utilization=7.84%, Total Routing Usage GR=2.70%, clock sinks=3, maximum clock rate=0.425 GHz, most frequent cells after synthesis=sky130_fd_sc_hd__nand2_1 (8), sky130_fd_sc_hd__or2_1 (6), sky130_fd_sc_hd__buf_4 (3), sky130_fd_sc_hd__dfrtp_1 (3), sky130_fd_sc_hd__fa_1 (3), largest cells by area after synthesis=sky130_fd_sc_hd__dfrtp_1 (28%), sky130_fd_sc_hd__fa_1 (22%), sky130_fd_sc_hd__or2_1 (14%), aggregate routed wire length=883 um, proportion of power drawn by combinational gates=39.7%, Cell variety after synth=10, share of the core filled with cells in the final layout=16.4%, Leak Pwr=0.251 nW, number of enable flip-flop cells=0, sequential group share of total power=25.7%, post-layout minimum cycle time=2.35 ns, Synth async-reset ratio=100%, vertical die size=80 um, cell row count=21, WP data arrival=1.85 ns, maximum number of pins on one net before global-route repair=4, Final Instance Area=559 um^2, number of warnings the tools reported=25, sequential cell area=75.1 um^2, vias per std cell=2.90, final number of setup-violating endpoints=0, ys cells=30, signed area change from the synthesized netlist to the final layout=109%, Clock Pin Slew Worst Setup and Hold Paths=0.04 ns, transition time at the pin with the least slew margin=0.162 ns, # diodes=0, synthesized instance count=30, logic area=165 um^2, first-pass iteration count of the detailed router=3, fraction of final layout cells with drive strength greater than 1=32.8%, CP Cell Sequence=clkdlybuf4s15_1 > or2_1 > fa_1 > nand4_1 > o211ai_2 > buf_2, starting DRC count in detailed routing=4, Setup Crit Path Kind=in -> out, Syn. warnings=12, post-synthesis average cell area=8.93 um^2, Top cell area share=28.0%, Bufs on Longest Clock Path=2, DP Area=556 um^2, type of origin of the critical path=input port, highest fanout seen on the critical path=2, CP max stage cell=sky130_fd_sc_hd__fa_1, path category of the worst min-delay check=in -> async, sort of element at the end of the critical path=primary output, final-layout fill cell count=389, TritonCTS clock tree=yes, top cell family by delay on the critical path=adder cells, routed wirelength normalized by instance count=8.49 um, startpoint of the most critical setup path=x2, die area=6400 um^2, CTS H-tree lvls=1, number of gates on the worst path with buffers counted=6, critical path's largest stage delay=0.57 ns, total of buffers placed on input and output ports=20, Worst Path Required=2.00 ns, Yosys Chip Area=268 um^2, unrepaired setup endpoints after global routing=no, Worst Path Buf+Inv=2, number of global-route vias before repair=309, Synth flops=3, CP endpoint=error, internal portion of total power=0.184 mW, total clock buffers created by CTS=3, number of top-level pins=21, worst-case headroom to the max-slew limit=89.2%, largest voltage drop on the vdd net=75.6 uV, Power Dens Cells=431 nW/um^2, Pins Over Slew Limit=0, remaining global-route overflow=0, Core Area=3420 um^2, max-capacitance violation count=0, sw frac=23.6%, part of the Yosys area used for sequential elements=28.0%, number of antenna violations at the first check in global routing=0, DRC violations left=0, post-layout period usage of the worst path=94.1%, part of the total power dissipated in the clock network=34.6%, vias=302, global placement routability congestion=0.744, flip-flop cell with the highest count after synthesis=sky130_fd_sc_hd__dfrtp_1, result of the run=complete, no violations, Root Buffer=sky130_fd_sc_hd__clkbuf_4
## metal layers
layer / part of all wire (%) / track usage [%] / up-vias
met5: 0 / 0 / -
met4: 1.0 / 1.06 / 0
met3: 13 / 1.02 / 2
met2: 42 / 4.01 / 15
met1: 43 / 3.43 / 136
li1: - / - / 149
## sequential cells by signal, indices dropped and copies added, names as in the netlist
register  flops
error_r       1
carry_r       1
sum_r         1
## metrics by stage
stage	TNS, ns	setup slack (ns)	power, mW	hold WS (ns)	cells
4_1_cts	0	0.0119	0.251	0.436	105
5_1_grt	0	0.0206	0.263	0.453	104
3_5_place_dp	-1.46	-0.516	0.163	0.690	100
6_report	0	0.148	0.241	0.448	104
3_3_place_gp	-1.36	-0.485	0.162	0.687	100
2_1_floorplan	0	0.417	0.0882	0.204	30
## cell type report
type	instances	share of cell area, %
inverters	2	1.34
well taps	46	10.3
clock buffers	4	4.70
multi-input cells	22	29.5
flip-flops and latches	3	13.4
repair buffers	27	40.7
## cell usage in the layout (no fill, tap or decap), types with 2 or more instances in the layout
master	instances
sky130_fd_sc_hd__buf_2	2
sky130_fd_sc_hd__buf_4	7
sky130_fd_sc_hd__clkbuf_2	3
sky130_fd_sc_hd__clkbuf_4	3
sky130_fd_sc_hd__clkdlybuf4s15_1	5
sky130_fd_sc_hd__clkdlybuf4s50_1	10
sky130_fd_sc_hd__dfrtp_1	3
sky130_fd_sc_hd__fa_1	3
sky130_fd_sc_hd__nand2_1	7
sky130_fd_sc_hd__nand2_2	2
sky130_fd_sc_hd__nand4_1	2
sky130_fd_sc_hd__or2_1	6
## timing repair
item | CTS | global route
pin swaps | 7 | 7
resized | 15 | 12
endpoints found under the setup margin | 4 | 2
hold buffers | 0 | 0
buffers inserted | 3 | 0
## cell families after synthesis
family / synth area share (%)
AOI/OAI and AO/OA: 4.67
adders and majority gates: 22.4
buffers and inverters: 11.2
DFF: 28.0
and+or+nand+nor: 33.6
## power groups by stage
stage	registers, mW	clock network (mW)	logic [mW]
4_1_cts	0.0622	0.0903	0.0986
5_1_grt	0.0627	0.0919	0.109
6_report	0.0621	0.0834	0.0957
## worst min-delay path by stage
stage / to / cells past startpoint
final: carry_r / 1
after global routing: carry_r / 1
after CTS: carry_r / 1
Power is estimated from default activity; no workload was simulated.
