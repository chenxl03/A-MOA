==> flow/run.sh <==
#!/bin/bash
# OpenROAD 26Q1-2900-gdf79404cd8, Yosys 0.63+post, stock flow scripts
make -C /OpenROAD-flow-scripts/flow DESIGN_CONFIG=/design/flow/config.mk WORK_HOME=/design/flow/orfs finish
==> flow/config.mk <==
export PLATFORM = sky130hd
export DESIGN_NAME = rt8_mfa42
export DESIGN_NICKNAME = rt8_mfa42
export VERILOG_FILES = /design/flow/design.v
export SDC_FILE = /design/flow/constraint.sdc
export NUM_CORES = 4
export LEC_CHECK = 1
export CORE_AREA = 10 10 70 70
export DIE_AREA = 0 0 80 80
==> flow/constraint.sdc <==
current_design rt8_mfa42

set clk_period 1.8
set clk_io_pct 0.2

create_clock -name clk0 -period $clk_period [get_ports {clk}]

set non_clock_inputs [all_inputs -no_clocks]
set_input_delay [expr $clk_period * $clk_io_pct] -clock clk0 $non_clock_inputs
set_output_delay [expr $clk_period * $clk_io_pct] -clock clk0 [all_outputs]
==> flow/design.v <==
`timescale 1ns/1ps
module rt8_mfa42 (
input clk,
input rst_n,
input x1,
input x2,
input x3,
input x4,
input x5,
input x6,
input x7,
input x8,
input cin1,
input cin2,
input cin3,
input carry_in1,
input carry_in2,
output cout1,
output cout2,
output cout3,
output carry_out1,
output carry_out2,
output sum_r,
output carry_r
);
wire U0_sum, U1_sum;
cprs_4_2_mfa U0 (.x1(x1), .x2(x2), .x3(x3), .x4(x4), .cin(cin1), .cout(cout1), .carry(carry_out1), .summ(U0_sum));
cprs_4_2_mfa U1 (.x1(x5), .x2(x6), .x3(x7), .x4(x8), .cin(cin2), .cout(cout2), .carry(carry_out2), .summ(U1_sum));
cprs_4_2_mfa U2 (.x1(U0_sum), .x2(U1_sum), .x3(carry_in1), .x4(carry_in2), .cin(cin3), .cout(cout3), .carry(carry), .summ(summ));
reg carry_r,sum_r;
always @ (posedge clk or negedge rst_n) begin
	if (rst_n == 1'b0) begin
		carry_r	<= 1'b0;
		sum_r	<= 1'b0;
	end else begin
		carry_r	<= carry;
		sum_r	<= summ;
	end
end
endmodule
module cprs_4_2_mfa (
input x1,
input x2,
input x3,
input x4,
input cin,
output cout,
output carry,
output summ
);
wire xor234;
assign xor234 = x2 ^ x3 ^ x4;
assign cout = !(!(x2&x3) & !(x3&x4) & !(x2&x4));
assign summ = x1 ^ cin ^ xor234;
assign carry = !(!(x1&cin) & !(x1&xor234) & !(cin&xor234));
endmodule
==> flow_summary.yaml <==
# generated from flow reports
synth:
  async_flop_share: 1.00
  ys_seq_frac: 0.241
  ys_types: 3
  ys_sh_adder: 0.578
  synth_cells: 18
  xor_share: 0
  synthMuxAreaShare: 0
  synth_area_per_cell_um2: 11.5
  top_cells_by_count: "inv_1, fa_1, dfrtp_1"
  yosys_cells: 18
  ys_warn_count: 3
  synthTopLogicFamily: "adder cells"
  top_cell_area_share: 0.578
  flop_cell: "dfrtp_1"
  syn_area_um2: 208
  yosysMostFrequentCell: "inv_1"
  largest_area_cell: "fa_1"
  yosys.area_share.simple: 0
  edf_count: 0
  compound_area_frac: 0
  synth_flops: 2
  ys_chip_area_um2: 208
  topCellsByArea: "fa_1, dfrtp_1, inv_1"
final_timing:
  tightestPinTransition_ns: 0.119
  finalMaxSlewViolations: 0
  fmax_ghz: 0.426
  final-hold-violation-count: 0
  slew_headroom: 0.920
  rsz0062_at_grt: "yes"
  finalSetupTns_ns: -1.60
  period_used_share: 1.30
  setup_viol: 5
  setup_slack_ns: -0.548
  finalWorstPathRequiredPeriod_ns: 2.35
job:
  warnings: 28
  maxCapViolations: 0
outcome:
  violations: "setup timing"
  outcome: "complete, but fails checks"
power_and_ir_drop:
  ir_worst_vdd_mv: 0.111
  p_leak_nw: 0.216
  power_density_mw_per_mm2: 641
  total_power_mw: 0.309
clock_tree:
  cts_setup_buffers: 0
  clock_path_buffers: 2
  cts_buffers: 3
  cts_htree_levels: 1
  cts_root_buffer: "clkbuf_4"
  clkTransAtPathRegs_ns: 0.03
  cts_tree: "built"
  cts.sinks: 2
placed_design:
  pre_cts_ws_ns: -1.31
  dpl.cell_count: 85
  port_buffers: 21
  gp_congestion: 0.764
  hpwl_um: 688
finish:
  fillers: 390
  drive_gt1_frac: 0.452
  final_core_util: 0.141
  area_growth_pct: 132
  final_cells: 88
global_routing:
  grt_pass1_vias: 243
  antenna_found_initial: 0
  overflow: 0
  grt_pass1_wl_mm: 1.10
  grt_max_degree: 3
  grt_usage: 0.0229
hold_path:
  hold_path_class: "input port to async pin"
routing:
  via_per_inst: 2.39
  drc_errors: 0
  via_count: 210
  ant_nets: 0
  drt_iter0_drc: 0
  post_drt_wl_per_cell_um: 8.88
  antennaDiodeCount: 0
  wl_um: 781
  detail_route.first_pass.iterations: 1
worst_setup_path:
  arrival_ns: 2.45
  crit_type: "input port to flop"
  critPathMaxFanout: 1
  required_ns: 1.90
  end_kind: "flop"
  startpoint_type: "input port"
die:
  fp-utilization: 0.0608
  num_io_pins: 22
  fp.dieH_um: 80
  dieArea_mm2: 0.00640
  num_rows: 21
  coreArea_mm2: 0.00342
  die_w_um: 80
-- per-layer routing --
metal | vias to the layer above | global-route usage | part of all wire
met3 | 3 | 0.0227 | 0.24
met2 | 24 | 0.0233 | 0.25
met1 | 91 | 0.0307 | 0.47
li1 | 92 | - | -
met4 | 0 | 0.00704 | 0.032
met5 | - | 0 | 0
-- state kept, by name, indices dropped and copies added (netlist names) --
signal	cells
carry_r	1
sum_r	1
-- worst max-delay path, cell delays in order --
cell and delay (ns):
buf_6 0.07, inv_2 0.03, fa_1 0.52, inv_1 0.05, fa_2 0.55, fa_2 0.45, fa_1 0.43
-- layout by cell type, fill, tap and decap left out --
cell / count
fa_2: 3
inv_4: 1
inv_1: 6
buf_2: 6
dfrtp_1: 2
inv_2: 3
fa_1: 3
clkdlybuf4s50_1: 12
buf_6: 3
clkbuf_4: 3
-- cell type report --
class | instances | area (um^2) | share of cell area
clock buffers | 3 | 22.5 | 0.0468
inverters | 10 | 40.0 | 0.0831
multi-input cells | 6 | 128 | 0.265
flip-flops and latches | 2 | 50.0 | 0.104
well taps | 46 | 57.6 | 0.119
repair buffers | 21 | 184 | 0.382
-- stage by stage --
| step | instance area, um^2 | hold WS, ns |
|---|---|---|
| floorplan | 208 | 0.0644 |
| detailed placement | 475 | 0.531 |
| finish | 482 | 0.294 |
| global placement | 475 | 0.529 |
| CTS | 473 | 0.289 |
| global route | 482 | 0.304 |
-- where the power goes --
group / switching, mW / internal (mW)
Combinational: 0.0436 / 0.0949
Sequential: 0.00386 / 0.0642
Clock: 0.0284 / 0.0738
-- worst paths after layout --
check                      startpoint  endpoint  slack, ns  cells past startpoint
setup / recovery                   x8     sum_r      -0.55                      7
hold / removal                  rst_n     sum_r       0.29                      1
max in group asynchronous       rst_n   carry_r       1.39                      1
min in group clk0                cin3     sum_r       0.82                      2
-- kinds of logic after synthesis --
family,Yosys count
buffers and inverters,10
flip-flops,2
adder cells (fa/ha/maj),6
-- repair_timing --
item | in CTS | in global routing
endpoints found under the setup margin | 7 | 5
endpoints found under the hold margin | 0 | 0
cloned | 0 | 0
resized | 38 | 2
hold buffers | 0 | 0
pin swaps | 6 | 5
Power figures rest on the tool's default switching activity, not on a simulated workload.
